===== design/flow/config.mk =====
export PLATFORM = sky130hd
export DESIGN_NAME = stage2
export DESIGN_NICKNAME = stage2
export VERILOG_FILES = /design/flow/design.v
export SDC_FILE = /design/flow/constraint.sdc
export NUM_CORES = 4
export LEC_CHECK = 1
export CORE_UTILIZATION = 40

===== design/flow/design.v =====
`timescale 1ns/10ps
module csrfile (
    input wire clk,
    input wire reset,
    input wire writeEn,
    input wire [5:0] waddr,
    input wire [31:0] wdata,
    input wire [5:0] raddr,
    output wire [31:0] rdata
);
    reg [31:0] regs [0:63];
    always_ff @(posedge clk) begin
        if (reset) begin
            for (integer i = 0; i < 64; i = i+1) begin
                regs[i] <= 32'b0;
            end
        end
        if (writeEn) begin
            regs[waddr] <= wdata;
        end
    end
    assign rdata = regs[raddr];
endmodule
`timescale 1ns/10ps
module regfile (
    input wire clk,
    input wire reset,
    input wire writeEn,
    input wire [4:0] waddr,
    input wire [31:0] wdata,
    input wire [4:0] rs1,
    output wire [31:0] rdata1,
    input wire [4:0] rs2,
    output wire [31:0] rdata2
);
    reg [31:0] regs [0:31];
    wire [31:0] regs_out [0:31];
    assign regs_out[0] = 32'b0;
    genvar i;
    for (i = 1; i < 32; i = i+1) begin
        assign regs_out[i] = regs[i];
    end
    always_ff @(posedge clk) begin
        if (reset) begin
            integer i;
            for (i = 0; i < 32; i = i+1) begin
                regs[i] <= 32'b0;
            end
        end else if (writeEn) begin
            regs[waddr] <= wdata;
        end
    end
    assign rdata1 = regs_out[rs1];
    assign rdata2 = regs_out[rs2];
endmodule
`timescale 1ns/10ps
module stage2 (clk, reset, halt, instr_1, pcP4_1, pc_1, 
                data_3, data_4, data_5, csrData_3, csrData_4, csrData_5, 
                rd_3, rd_4, rd_5, csr_Addr_3, csr_Addr_4, csr_Addr_5, 
                regWrite_3, regWrite_4, regWrite_5, csrWrite_3, csrWrite_4, csrWrite_5, 
                instr_o, rdata_o, rdata1_o, rdata2_o, pcP4_o, pc_o);
    input logic clk, reset, halt;
    input logic [31:0] instr_1, pcP4_1, pc_1, data_3, data_4, data_5, csrData_3, csrData_4, csrData_5;
    input logic [4:0] rd_3, rd_4, rd_5;
    input logic [5:0] csr_Addr_3, csr_Addr_4, csr_Addr_5;
    input logic regWrite_3, regWrite_4, regWrite_5, csrWrite_3, csrWrite_4, csrWrite_5;
    output logic [31:0] instr_o, rdata_o, rdata1_o, rdata2_o, pcP4_o, pc_o;
    logic [4:0] opcode, rs1, rs2, rd;
    logic [5:0] csr_Addr;
    logic [31:0] instr, rdata1, rdata2, rdata, data_reg1, data_reg2, data_csr;
    assign opcode = instr_1[6:2];
    assign rd = instr_1[11:7];
    assign rs1 = instr_1[19:15];
    assign rs2 = instr_1[24:20];
    assign csr_Addr = instr_1[25:20];
    regfile regfile (.clk(clk), .reset(reset), .writeEn(regWrite_5), .waddr(rd_5), .wdata(data_5), .rs1(rs1), .rdata1(data_reg1), .rs2(rs2), .rdata2(data_reg2));
    csrfile csrfile (.clk(clk), .reset(reset), .writeEn(csrWrite_5), .waddr(csr_Addr_5), .wdata(csrData_5), .raddr(csr_Addr), .rdata(data_csr));
    always_comb begin
        if (regWrite_3 && rs1 == rd_3 && rs1 != 5'b0) begin
            rdata1 = data_3;
        end
        else if (regWrite_4 && rs1 == rd_4 && rs1 != 5'b0) begin
            rdata1 = data_4;
        end
        else if (regWrite_5 && rs1 == rd_5 && rs1 != 5'b0) begin
            rdata1 = data_5;
        end
        else begin
            rdata1 = data_reg1;
        end
        if (regWrite_3 && rs2 == rd_3 && rs2 != 5'b0) begin
            rdata2 = data_3;
        end
        else if (regWrite_4 && rs2 == rd_4 && rs2 != 5'b0) begin
            rdata2 = data_4;
        end
        else if (regWrite_5 && rs2 == rd_5 && rs2 != 5'b0) begin
            rdata2 = data_5;
        end
        else begin
            rdata2 = data_reg2;
        end
        if (csrWrite_3 && csr_Addr == rd_3) begin
            rdata = csrData_3;
        end
        else if (csrWrite_4 && csr_Addr == rd_4) begin
            rdata = csrData_4;
        end
        else if (csrWrite_5 && csr_Addr == rd_5) begin
            rdata = csrData_5;
        end
        else begin
            rdata = data_csr;
        end
    end
    always_ff @( posedge clk ) begin
        if (reset) begin
            instr_o <= 32'b00000000000000000000000000110011;
            rdata_o <= 32'bx;
            rdata1_o <= 32'bx;
            rdata2_o <= 32'bx;
            pcP4_o <= 32'bx;
            pc_o <= 32'bx;
        end
        else if (halt) begin
            instr_o <= instr_o;
            rdata_o <= rdata_o;
            rdata1_o <= rdata1_o;
            rdata2_o <= rdata2_o;
            pcP4_o <= pcP4_o;
            pc_o <= pc_o;
        end
        else begin
            instr_o <= instr_1;
            rdata_o <= rdata;
            rdata1_o <= rdata1;
            rdata2_o <= rdata2;
            pcP4_o <= pcP4_1;
            pc_o <= pc_1;
        end
    end
endmodule

===== design/flow/run.sh =====
#!/bin/bash
# OpenROAD 26Q1-2900-gdf79404cd8, Yosys 0.63+post, stock flow scripts
make -C /OpenROAD-flow-scripts/flow DESIGN_CONFIG=/design/flow/config.mk WORK_HOME=/design/flow/orfs finish

===== design/flow/constraint.sdc =====
current_design stage2

set clk_period 35.7
set clk_io_pct 0.2

create_clock -name clk0 -period $clk_period [get_ports {clk}]

set non_clock_inputs [all_inputs -no_clocks]
set_input_delay [expr $clk_period * $clk_io_pct] -clock clk0 $non_clock_inputs
set_output_delay [expr $clk_period * $clk_io_pct] -clock clk0 [all_outputs]

==> impl_metrics.tcl <==
# flow metrics
set metrics [dict create \
    worst_hold_path.endpoint "instr_o[4]$_SDFFE_PP1N_" \
    logic_area_um2 53390 \
    outcome "finished, violations left" \
    gr-usage-met2_pct 51.33 \
    ant_nets 2 \
    cp-start-kind "primary input" \
    vias 109800 \
    synthCells 11400 \
    violations "antenna rules" \
    portBuffers 509 \
    syn_avg_cell_area_um2 13.56 \
    p_per_area_nw_per_um2 50.95 \
    ys_cells 11400 \
    cts_root_buffer "clkbuf_16" \
    crit_type "primary input to flop" \
    hold_depth 1 \
    drive_gt1_share_pct 16.93 \
    core_area_um2 383400 \
    busiest_layer "met2" \
    cts_max_level 5 \
    clk_latency_ns 0.99 \
    routedWlPerCell_um 39.79 \
    fin_skew_ns 0.1141 \
    path_max_fanout 29 \
    relSlewSlack_pct 16.23 \
    route.detailed.drc 0 \
    ios 522 \
    finalSetupTns_ns 0 \
    rrSetupSlack_ns 32.47 \
    ys.flops 3232 \
    drtIter0Drc 10780 \
    flop_cell "edfxtp_1" \
    wirelength_um 683900 \
    stdcell_area_um2 177900 \
    async_flop_share_pct 0 \
    worst_slack_ns 23.82 \
    r2r-end "rdata_o[24]$_DFFE_PP_" \
    r2r_cells 6 \
    numCtsBuffers 359 \
    finalMaxSlewViolations 0 \
    regArea_um2 96730 \
    synthToLayoutAreaGrowth_pct 15.08 \
    pre_cts_slack_ns 23.19 \
    rsz0062_at_grt "no" \
    yosys_area_um2 154600 \
    clockBufferDepth 4 \
    finalHoldViolCount 0 \
    synth_cell_types 76 \
    grt_first_pass_wirelength_um 923500 \
    endpoint_kind "flop" \
    fillerInstances 32340 \
    critPathRequiredTime_ns 36.43 \
    fin_crit_ns 11.88 \
    holdBufCountCts 0 \
    power_uw 9067 \
    max_freq_ghz 0.08420 \
    tool_warnings 40 \
    post_cts_buffers 0 \
    dp_hpwl_um 409500 \
    grt_pass1_vias 112700 \
    setup_violations 0 \
    cts_tree "done" \
    antenna_found_initial 100 \
    holdCritPathClass "flop to flop" \
    cts_sinks 3232 \
    final_cells 17190 \
    seq_area_frac_synth_pct 62.56 \
    arrival_ns 12.60 \
    r2r_start "csrfile.regs[9][24]$_SDFFCE_PN0P_" \
    cts.repair.resized 0 \
    fp-utilization_pct 40.33 \
    viasPerCell 6.386 \
    grt_max_degree 87 \
    ys_warn_count 3 \
    postPlaceCellArea_um2 166200 \
    holdCritStartpoint "instr_o[4]$_SDFFE_PP1N_" \
    syn-cell-area_um2 154600 \
    std_cell_rows 227 \
    startpoint "instr_1[23]" \
    grt-ovfl-total 0 \
    grt_util_met3_pct 30.87 \
    chipHeight_um 623.7 \
    worstMarginPinSlew_ns 1.250 \
    leakagePower_uw 0.06273 \
    dieArea_um2 389100 \
    dpl.cell_count 16380 \
    edf_count 3200 \
    grtUsageMet1_pct 38.67 \
    clk_pin_slew_ns 0.06 \
    dr.pass1.iters 9 \
    finalClockPeriodUsage_pct 33.27 \
    worst_ir_drop_vdd_mv 0.04240 \
    fp.dieW_um 623.7 \
    max_cap_violations 0 \
    grt.total_usage_pct 37.73 \
    gp_congestion 1.075 \
]
## sequential cells by signal (all words and copies together), names as in the netlist
name          flops
csrfile.regs   2048
pcP4_o           32
rdata1_o         32
rdata_o          32
regfile.regs    992
pc_o             32
rdata2_o         32
instr_o          32
## worst max-delay path: stages
cell	delay (ns)
buf_8	0.34
buf_4	0.71
buf_4	0.60
buf_4	0.65
buf_4	0.49
mux4_2	0.38
mux2i_1	0.61
a221oi_1	0.34
a211oi_1	0.87
buf_4	0.25
a22oi_1	0.07
## where the power goes
group | internal [µW] | switching, µW
registers | 4400 | 84.0
clock network | 2070 | 1600
logic | 301 | 621
## kinds of logic after synthesis
family                    count (synthesis)  share of synthesized area, %
buffers and inverters                  1207                         3.410
and+or+nand+nor                        5245                         20.16
muxes                                   743                         9.261
xor gates and xnor gates                 30                        0.1699
AOI/OAI and AO/OA                       944                         4.441
DFF                                    3232                         62.56
## worst max-delay path by stage
stage	endpoint	slack, ns	cells past startpoint
after CTS	rdata_o[24]$_DFFE_PP_	24.19	11
after global routing	rdata_o[24]$_DFFE_PP_	23.90	11
final	rdata_o[24]$_DFFE_PP_	23.82	11
## cells in the mapped netlist, drive strengths merged, types with 15 or more instances
cell type	n	area, µm²
a211oi	24	180.2
nand2b	17	106.4
o21ai	55	275.3
a21oi	160	800.8
a32oi	16	140.1
or3	15	93.84
nand3b	35	262.8
o211ai	21	157.7
buf	267	1744
nand4	285	1783
nor3b	19	157.7
a2111oi	122	1089
and2	3047	19060
nand2	121	454.2
xor2	16	140.1
and3b	18	157.7
a221o	15	150.1
mux4	548	12340
nor3	35	185.2
or4	57	427.9
or2	99	619.4
nor2b	24	150.1
o31ai	38	285.3
and3	381	2384
mux2	21	236.5
a22o	18	157.7
o221ai	22	192.7
nand3	856	4284
clkbuf	930	3491
o22ai	88	550.5
a22oi	269	2019
dfxtp	32	640.6
nor2	203	764.5
mux2i	174	1742
a222oi	27	270.3
edfxtp	3200	96090
## metrics by stage
stage / utilization (%) / hold slack, ns
floorplan: - / 0.4166
global placement: 43.34 / 0.4515
detailed placement: 43.34 / 0.4542
CTS: 46.30 / 0.4681
global route: 46.35 / 0.4974
finish: 46.41 / 0.4662
## per-layer routing
| layer | wire length, µm | share of wire [%] | vias to the layer above |
|---|---|---|---|
| li1 | - | - | 43500 |
| met4 | 59350 | 8.7 | 99 |
| met1 | 198900 | 29 | 52810 |
| met3 | 128200 | 19 | 2940 |
| met2 | 294700 | 43 | 10410 |
| met5 | 2651 | 0.39 | - |
## cell usage in the layout, fill, tap and decap left out, drive strengths merged, types with 38 or more instances in the layout
cell / count
or4: 57
o22ai: 88
clkinv: 169
mux2i: 174
o21ai: 55
nand3: 856
a21oi: 160
or2: 99
nor2: 203
a22oi: 269
diode: 161
a2111oi: 122
and2: 3047
edfxtp: 3200
buf: 668
o31ai: 38
nand2: 121
and3: 381
mux4: 548
clkbuf: 432
nand4: 285
clkdlybuf4s50: 464
## final cells by class
class	instances	share of cell area, %
flip-flops and latches	3232	54.36
diodes	161	0.2264
well taps	5038	3.542
clock inverters	222	1.126
clock buffers	431	5.254
inverters	10	0.02250
repair buffers	1133	5.466
multi-input cells	6962	30.00
Power figures rest on the tool's default switching activity, not on a simulated workload.
