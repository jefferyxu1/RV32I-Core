<file path="design/flow/design.v">
`timescale 1ns/10ps
module programCounter (clk, reset, halt, newPC, currPC);
    input logic clk, reset, halt;
    input logic [31:0] newPC;
    output logic [31:0] currPC;
    logic [31:0] PCstorage;
    always_ff @(posedge clk) begin
        if (reset) PCstorage <= 32'b0;
        else if (halt) PCstorage <= PCstorage;
        else PCstorage <= newPC;
    end
    assign currPC = PCstorage;
endmodule
</file>
<file path="design/flow/run.sh">
#!/bin/bash
# OpenROAD 26Q1-2900-gdf79404cd8, Yosys 0.63+post, stock flow scripts
make -C /OpenROAD-flow-scripts/flow DESIGN_CONFIG=/design/flow/config.mk WORK_HOME=/design/flow/orfs finish
</file>
<file path="design/flow/config.mk">
export PLATFORM = sky130hd
export DESIGN_NAME = programCounter
export DESIGN_NICKNAME = programCounter
export VERILOG_FILES = /design/flow/design.v
export SDC_FILE = /design/flow/constraint.sdc
export NUM_CORES = 4
export LEC_CHECK = 1
export CORE_UTILIZATION = 30
</file>
<file path="design/flow/constraint.sdc">
current_design programCounter

set clk_period 1.0
set clk_io_pct 0.2

create_clock -name clk0 -period $clk_period [get_ports {clk}]

set non_clock_inputs [all_inputs -no_clocks]
set_input_delay [expr $clk_period * $clk_io_pct] -clock clk0 $non_clock_inputs
set_output_delay [expr $clk_period * $clk_io_pct] -clock clk0 [all_outputs]
</file>
==> impl_metrics.yaml <==
# implementation run metrics
status:
  status: "finished clean"
cts:
  cts_tree: "yes"
  ctsHoldBuffers: 0
  clkSlewWorstSetupHoldPaths_ns: 0.06
  cts.path.max_buffers: 2
  clock_tree.root_cell: "clkbuf_8"
  ctsHtreeMaxLevel: 2
  clkSinkCount: 32
  insertion_delay_ns: 0.27
  cts_inserted_buffers: 5
logic_synthesis:
  mappedNetlistArea_mm2: 0.00116
  largest_cells_by_area_after_synthesis: "dfxtp_1 55%, mux2i_1 28%, nor2_1 10%"
  yosys.area.top_type_share_pct: 55.1
  enable_flop_cells: 0
  avgSynthCellArea_um2: 11.3
  ys.flop_type: "dfxtp_1"
  yosys-stat-cells: 103
  synth.yosys.chip_area_mm2: 0.00116
  yosysWarningCount: 1
  async_flop_share_pct: 0
  synth.ff_latch_count: 32
  yosys.stat.seqShare_pct: 55.1
  yosys.cell_types.count: 6
  yosys.area.top_type: "dfxtp_1"
  synthesis.instances: 103
  post_synth_most_frequent_cells: "32 x dfxtp_1, 32 x mux2i_1, 32 x nor2_1"
global_route:
  total_routing_usage_gr_pct: 13.1
  first_global_vias: 926
  antenna_violations_before_repair: 0
  grtUsageMet1_pct: 17.1
  grtUsageMet2_pct: 20.7
  grt.met3_usage_pct: 5.98
  grt_most_used_layer: "met2"
  grt_max_degree: 33
  wire_length_of_the_first_global_routing_pass_mm: 4.07
  grt.overflow.total: 0
sta:
  fmax_mhz: 1030
  slew_headroom_pct: 90.0
  timing_worst_slew_pin_value_ns: 0.146
  clock_skews_ns: 0
  setup_repair_after_global_routing_missed_its_margin: "false"
  report.final.hold_viol_count: 0
  post-route-min-period_ns: 0.967
  final_setup_violations: 0
  finalMaxSlewViolations: 0
  fin_setup_tns_ns: 0
  layout_worst_path_cycle_share_pct: 96.7
worst_setup_path:
  cp_data_arrival_time_ns: 0.77
  worst_path_largest_cell_delay_ns: 0.33
  crit_path_max_fanout: 2
  critical_path_required_time_ns: 0.80
  cp-end-kind: "primary output"
  origin_of_the_critical_flop_to_flop_path: "PCstorage[19]"
  crit_chain: "clkdlybuf4s15_1"
  cp_num_buf_inv: 1
  gate_family_responsible_for_the_most_delay_along_the_worst_path: "flip-flops"
  regToRegSetupSlack_ns: 0.28
  setup.worst_path.class: "reg2out"
  slowest_stage_cell_on_the_critical_path: "dfxtp_2"
  critPathLaunch: "PCstorage[27]"
  start_kind: "flip-flop"
detailed_routing:
  count_of_inserted_antenna_diode_cells: 0
  route.detailed.wl_per_inst_um: 11.0
  via_count: 938
  drt_drc_violations_left: 0
  vias_per_cell: 4.23
  detail_route.wirelength_mm: 2.45
  firstDrtPassIters: 3
  drt_iter0_drc: 29
  detail-route-antenna-nets: 0
floorplan:
  boundaryPins: 67
  floorplan.core_area_mm2: 0.00369
  row_count: 22
  floorplan.core_util_pct: 31.5
  fp.dieW_um: 64.3
  dieArea_mm2: 0.00413
  fp.dieH_um: 64.3
final_layout:
  register_area_um2: 681
  post-route-cell-area_mm2: 0.00191
  area_growth_syn_to_layout_pct: 64.1
  fill_cells: 345
  combGateArea_um2: 440
  layout.core_utilization_pct: 51.8
  largest_register_ffs: 32
  drive_gt1_share_pct: 35.6
  biggestRegsByFlops: "PCstorage x32"
  regMostFlops: "PCstorage"
hold_path:
  hold_path.class: "in2reg"
  hold_start: "halt"
placed_design:
  finalWeightedCongestion: 0.755
  io_buffers: 66
  hpwl_mm: 1.77
  dpl-instance-area_mm2: 0.00184
job:
  cap_violations: 0
  warning_total_across_the_stage_logs: 25
power:
  totalPowerFinal_uw: 2950
  worst_ir_drop_vdd_mv: 0.807
  power_density_mw_per_mm2: 1550
  p_leak_uw: 0.000886
==> worst paths after layout <==
path | cells past startpoint | endpoint
hold / removal | 4 | PCstorage[4]
hold reg to reg | 2 | PCstorage[14]
setup / recovery | 1 | currPC[27]
setup reg to reg | 3 | PCstorage[19]
==> cell type report <==
cell class	instances	share of cell area [%]
multi-input combinational	64	23.1
clock inverter	2	1.83
sequential	32	35.6
clock buffer	6	3.80
timing repair buffer	70	32.5
tap	48	3.15
==> routing by layer <==
| layer | up-vias | share of wire (%) |
|---|---|---|
| met1 | 410 | 44 |
| met5 | - | 0 |
| li1 | 475 | - |
| met3 | 6 | 12 |
| met4 | 0 | 1.4 |
| met2 | 47 | 43 |
==> stage by stage <==
step | hold WS [ns] | setup slack (ns) | instances
finish | 0.419 | 0.0333 | 222
global route | 0.435 | 0.000866 | 222
CTS | 0.417 | 0.00508 | 222
detailed placement | 0.489 | -0.0895 | 213
global placement | 0.478 | -0.0832 | 213
floorplan | 0.272 | 0.207 | 103
==> placed cells by master (no fill, tap or decap) <==
cell type / synthesis / routed
clkbuf_2: 0 / 18
dfxtp_2: 0 / 32
buf_2: 0 / 1
buf_4: 0 / 2
clkdlybuf4s50_1: 0 / 33
clkdlybuf4s15_1: 0 / 14
nor2_1: 32 / 32
clkinv_2: 0 / 1
mux2i_1: 32 / 32
clkbuf_1: 3 / 1
buf_12: 3 / 2
bufinv_16: 0 / 1
clkbuf_8: 0 / 5
==> cells by family (layout without fill, tap and decap cells) <==
| logic type | count (synthesis) | count (layout) | synth area share (%) |
|---|---|---|---|
| multiplexers | 32 | 32 | 27.5 |
| buffers and inverters | 7 | 78 | 7.10 |
| AND/OR/NAND/NOR | 32 | 32 | 10.3 |
| flip-flops | 32 | 32 | 55.1 |
==> power breakdown <==
part,total [uW],internal (uW),switching [uW]
Clock,1160,738,424
Combinational,388,270,118
Sequential,1400,1370,38.2
Total,2950,2370,580
==> repair_timing <==
item / CTS / global route
pin swaps: 0 / 0
resized: 96 / 18
setup endpoints to repair: 32 / 18
buffers inserted: 1 / 0
No activity file was given, so power comes from the tool's default toggle rates.
